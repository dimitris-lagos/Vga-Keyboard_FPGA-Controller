<file path="./design.v">
module bonus(vga_clk,reset,f,vsync,rin,gin,bin,rout,gout,bout);
input reset,vsync,f,vga_clk;
input [2:0] rin,gin,bin;
output [2:0] rout,gout,bout;
reg[6:0] counterv;
reg f_state;
reg [7:0]samples;
wire rising_edge;
always @(posedge vga_clk or posedge reset)
begin
if (reset) samples <= 8'd0;
else samples <= {samples[7:0], vsync};
end
    assign rising_edge = (samples[7:4] == 4'h0) & (samples[3:0] == 4'hF);
always @(posedge vga_clk or posedge reset )
begin
    if(reset)
    begin
        counterv<=7'd0;
        f_state<=1'd0;
    end
    else
    begin
        if(f==1'b1)  f_state<=~f_state;
        else if(rising_edge)
        begin
            if(counterv==127) counterv<=7'd0;
            else if(counterv<127) counterv<=counterv+1'd1;
        end
   end
end
assign rout =(f_state )? (counterv<63)? rin:3'b000:rin;
assign gout =(f_state )? (counterv<63)? gin:3'b000:gin;
assign bout =(f_state )? (counterv<63)? bin:3'b000:bin;
endmodule
module char_rom(enable,address,data_out);
input [5:0] address;
input enable;
output [7:0] data_out;
assign data_out=   (enable) ?   (address==6'b000000) ? 8'b00011000 : 
								(address==6'b000001) ? 8'b00111000 :		
								(address==6'b000010) ? 8'b01111000 :
								(address==6'b000011) ? 8'b11011000 :
								(address==6'b000100) ? 8'b00011000 :
								(address==6'b000101) ? 8'b00011000 :
								(address==6'b000110) ? 8'b00011000 :
								(address==6'b000111) ? 8'b00011000 :
								(address==6'b001000) ? 8'b00011000 :
								(address==6'b001001) ? 8'b00011000 :
								(address==6'b001010) ? 8'b00011000 :
								(address==6'b001011) ? 8'b00011000 :
								(address==6'b001100) ? 8'b00011000 :
								(address==6'b001101) ? 8'b00011000 :
								(address==6'b001110) ? 8'b11111111 :
								(address==6'b001111) ? 8'b11111111 :
								(address==6'b010000) ? 8'b00111100 :		
								(address==6'b010001) ? 8'b01111110 :
								(address==6'b010010) ? 8'b11000011 :
								(address==6'b010011) ? 8'b11000011 :
								(address==6'b010100) ? 8'b00000011 :
								(address==6'b010101) ? 8'b00000011 :
								(address==6'b010110) ? 8'b00000110 :
								(address==6'b010111) ? 8'b00001100 :
								(address==6'b011000) ? 8'b00011000 :
								(address==6'b011001) ? 8'b00110000 :
								(address==6'b011010) ? 8'b01100000 :
								(address==6'b011011) ? 8'b11000000 :
								(address==6'b011100) ? 8'b11000000 :
								(address==6'b011101) ? 8'b11000000 :
								(address==6'b011110) ? 8'b11111111 :
								(address==6'b011111) ? 8'b01111111 :
								(address==6'b100000) ? 8'b11111111 :		
								(address==6'b100001) ? 8'b11111111 :
								(address==6'b100010) ? 8'b00000011 :
								(address==6'b100011) ? 8'b00000011 :
								(address==6'b100100) ? 8'b00000011 :
								(address==6'b100101) ? 8'b00000011 :
								(address==6'b100110) ? 8'b00000011 :
								(address==6'b100111) ? 8'b01111110 :
								(address==6'b101000) ? 8'b01111110 :
								(address==6'b101001) ? 8'b00000010 :
								(address==6'b101010) ? 8'b00000011 :
								(address==6'b101011) ? 8'b00000011 :
								(address==6'b101100) ? 8'b00000011 :
								(address==6'b101101) ? 8'b00000011 :
								(address==6'b101110) ? 8'b11111111 :
								(address==6'b101111) ? 8'b11111111 :
								(address==6'b110000) ? 8'b11000011 :		
								(address==6'b110001) ? 8'b11000011 :
								(address==6'b110010) ? 8'b11000011 :
								(address==6'b110011) ? 8'b11000011 :
								(address==6'b110100) ? 8'b11000011 :
								(address==6'b110101) ? 8'b11000011 :
								(address==6'b110110) ? 8'b11000011 :
								(address==6'b110111) ? 8'b11111111 :
								(address==6'b111000) ? 8'b11111111 :
								(address==6'b111001) ? 8'b00000011 :
								(address==6'b111010) ? 8'b00000011 :
								(address==6'b111011) ? 8'b00000011 :
								(address==6'b111100) ? 8'b00000011 :
								(address==6'b111101) ? 8'b00000011 :
								(address==6'b111110) ? 8'b00000011 : 
                                                       8'b00000011 : 
								8'b00000000; 
endmodule
module coloriser(reset,fpga_clk,vga_clk,display_area,shifter_output,Rin,Gin,Bin,Redout,Greenout,Blueout);
input reset,Rin,Gin,Bin,vga_clk,display_area,fpga_clk;
input shifter_output;
output reg [2:0]  Redout,Greenout,Blueout;
reg [2:0]  Red,Green,Blue;
reg red_up,green_up,blue_up;  
always @(posedge vga_clk or posedge reset)  
begin
if (reset)
    begin 
	    Red=3'd0;
		Green=3'd0;
		Blue=3'd0;
		red_up=1;
		green_up=1;
		blue_up=1;
    end
else
begin
	if (Rin==1)
		begin
			if (red_up==1) 
				begin
					Red=Red+3'b1;
					if (Red==3'd7) red_up=0;
				end
			else if (red_up==0) 
				begin
					Red=Red-3'b1;
					if (Red==3'd0) red_up=1;
				end
		end
		if (Gin==1)
		begin
			if (green_up==1) 
				begin
					Green=Green+3'b1;
					if (Green==3'd7) green_up=0;
				end
			else if (green_up==0) 
				begin
					Green=Green-3'b1;
					if (Green==3'd0) green_up=1;
				end
		end
		if (Bin==1)
		begin
			if (blue_up==1) 
				begin
					Blue=Blue+3'b1;
					if (Blue==3'd7) blue_up=0;
				end
			else if (blue_up==0) 
				begin
					Blue=Blue-3'b1;
					if (Blue==3'd0) blue_up=1;
				end
		end
end
end
always @(posedge vga_clk)
begin
    if (display_area & shifter_output)
    begin
        Redout=Red;
        Greenout=Green;
        Blueout=Blue;
    end
    else 
    begin 
        Redout=3'b000;
        Greenout=3'b000;
        Blueout=3'b000;
    end
end
endmodule
module iterator(line,display,starting_address,address_output);
input [5:0]starting_address;
input [3:0]line;
input display;
output [5:0]address_output;
assign address_output=(display) ? starting_address+line:0;
endmodule
module kbd_decoder(clock,reset,flag,scancode,start_address_out,r,g,b,f,up,char_enable);
input [7:0] scancode;
input flag,clock,reset;
output reg f,r,g,b,char_enable;
output reg [5:0] start_address_out;
output reg [2:0] up;
always @(posedge clock or posedge reset)  
if (reset)
begin
	r<=0;
    g<=0;
    b<=0;
    f<=0;
	char_enable<=0;
    up<=3'b000;
end
else begin
    r<=0;
    g<=0;
    b<=0;
    f<=0;
    up<=3'b000;
if(flag)
begin
    case(scancode)
        8'h16: begin  
					start_address_out<=6'b000000; 
					char_enable<=1; 
					end
        8'h1e: begin  
					start_address_out<=6'b010000; 
					char_enable<=1;
					end					
        8'h26: begin  
					start_address_out<=6'b100000; 
					char_enable<=1;
					end
        8'h25: begin  
					start_address_out<=6'b110000 ; 
					char_enable<=1;
					end
        8'h2d: r<=1'b1;  
        8'h34: g<=1'b1;  
        8'h32: b<=1'b1;  
        8'h2b: f<=1'b1;  
        8'h75: up<=3'b100; 
        8'h72: up<=3'b011; 
        8'h6B: up<=3'b001; 
        8'h74: up<=3'b010; 
    endcase
end
else 
    begin
    r<=0;
    g<=0;
    b<=0;
    f<=0;
    up<=3'b000;
    end
end
endmodule
module kbd_protocol (reset, clk, ps2clk, ps2data, scancode,flag);
  input        reset, clk, ps2clk, ps2data;
  output [7:0] scancode;
  output flag;
  reg    [7:0] scancode;
  reg    [7:0] ps2clksamples;  
  reg flag;
  always @(posedge clk or posedge reset)
    if (reset) ps2clksamples <= 8'd0;
      else ps2clksamples <= {ps2clksamples[7:0], ps2clk};
  wire fall_edge;  
  assign fall_edge = (ps2clksamples[7:4] == 4'hF) & (ps2clksamples[3:0] == 4'h0);
  reg    [9:0] shift;    
  reg    [3:0] cnt;      
  reg          f0;       
  always @(posedge clk or posedge reset)
  begin
  flag<=1'd0;
    if (reset) 
      begin
        cnt    <= 4'd0;
        scancode <= 8'd0;
        shift    <= 10'd0;
        f0       <= 1'b0;
        flag<=0;
      end  
     else if (fall_edge)
         begin
           if (cnt == 4'd10)  
             begin
               cnt <= 0;
               if ((shift[0] == 0) && (ps2data == 1) && (^shift[9:1]==1))  
                 begin
                   if (f0)  
                     begin
                       scancode <= shift[8:1];
                       f0 <= 0;
                       flag<=1;
                     end
                    else if (shift[8:1] == 8'hF0) f0 <= 1'b1;
                 end  
             end
            else
             begin
               shift <= {ps2data, shift[9:1]};  
               cnt <= cnt+1;
             end
         end
         end
endmodule
module pix_clk(clk,reset,clkdiv4);
input clk, reset;
output clkdiv4;
reg [1:0] counter;
assign clkdiv4=(counter==2'd3);
always@(posedge clk or posedge reset)
begin
    if (reset) counter<=2'd0;
    else 
    begin
        if (counter==2'd3) counter<=2'd0;   
        else        counter<=counter+1;
    end
end
endmodule
module shifter(reset,char_rom_data_out,vga_clk,display_area_enable,one_bit_output);
input [7:0]char_rom_data_out;
input vga_clk,display_area_enable,reset;
output reg one_bit_output;
reg [2:0]counter;
always @(posedge vga_clk or posedge reset)
begin
if (reset)
	begin
		counter<=3'd0;
		one_bit_output<=0;
	end
	else if (display_area_enable==0) 
    begin
    counter<=0;
    one_bit_output<=0;
    end
	else  
		begin  
		if (char_rom_data_out[7-counter]==1) one_bit_output<=1; 
		else one_bit_output<=3'd0;
		counter<=counter+1;
        if (counter==3'd7) counter<=0;
        else counter<=counter+1;
		end
end
endmodule
module top(reset,clk,ps2clk,ps2data,hsync,vsync, Red, Green, Blue);
input reset,clk;
input ps2clk,ps2data;
output hsync,vsync;
output [2:0]Red,Green,Blue;
wire [7:0]scancode,data_out;
wire clkdiv4,display_area,clk,reset,flag,char_enable;
wire [5:0] start_address_out,address_output;
wire one_bit_output,r,g,b,fv;
wire [3:0]line;
wire[2:0] r1,g1,b1,up;
pix_clk pix (clk,reset,clkdiv4);
kbd_protocol kbdp (reset, clkdiv4, ps2clk, ps2data, scancode,flag);
kbd_decoder kbdd (clkdiv4,reset,flag,scancode,start_address_out,r,g,b,fv,up,char_enable); 
vgasync syn (clk,clkdiv4,reset,up,hsync,vsync,display_area,line);
iterator ite(line,display_area,start_address_out,address_output);
char_rom chr (char_enable,address_output,data_out);
shifter shf (reset,data_out,clkdiv4,display_area,one_bit_output);
coloriser clr (reset,clk,clkdiv4,display_area,one_bit_output,r,g,b,r1,g1,b1);
bonus bns (clkdiv4,reset,fv,vsync,r1,g1,b1,Red,Green,Blue);
endmodule 
module vgasync(clk,clk25,reset,up,hsync,vsync,display_area,line);
input clk25,clk,reset;
input [2:0] up;
output hsync,vsync,display_area;
output[3:0] line;
wire hsync,vsync;
reg [9:0] left,right;
reg [8:0] top,down;
reg [9:0] pixel_counter;
reg [8:0] line_counter;
parameter H_FRONT_PORCH = 16 ;
parameter H_SYNC_PULSE = 96 ;
parameter H_BACK_PORCH = 48 ;
parameter H_VISIBLE_PIXELS = 640 ;
parameter H_END=800;
parameter V_FRONT_PORCH = 12 ;
parameter V_SYNC_PULSE = 2 ;
parameter V_BACK_PORCH = 35 ;
parameter V_VISIBLE_LINES = 400 ;
parameter V_END=449;
parameter H_LEFT_BORDER=475; 
parameter H_RIGHT_BORDER=482; 
parameter V_TOP_BORDER=216; 
parameter V_BOTTOM_BORDER=231; 
always @(posedge clk25 or posedge reset) 
begin
    if (reset)  
    begin
        pixel_counter<=10'd0;
        line_counter<=9'd0;
    end
    else if (pixel_counter==H_END)  
         begin
             pixel_counter<=10'd0;
             if (line_counter==V_END) line_counter<=9'd0;  
             else line_counter<=line_counter+9'd1;  
         end
    else pixel_counter<=pixel_counter+10'd1;  
    end
 always @(posedge clk or posedge reset) 
begin
    if(reset)
    begin
        top=V_TOP_BORDER;
        left=H_LEFT_BORDER;
        down=V_BOTTOM_BORDER;
        right=H_RIGHT_BORDER;
    end
    else
    begin
        case(up)
         3'b100: begin
                    top=top-1;
                    down=down-1;
                    end
         3'b011: begin
                    top=top+1;
                    down=down+1;
                        end
         3'b001: begin
                    left=left-1;
                    right=right-1;
                       end
         3'b010: begin
                    left=left+1;
                    right=right+1;
                       end
        endcase
    end
end 
assign hsync =(pixel_counter>H_FRONT_PORCH-1 && pixel_counter<H_FRONT_PORCH+H_SYNC_PULSE)? 0:1; 
assign vsync =(line_counter>V_FRONT_PORCH-1 && line_counter<V_FRONT_PORCH+V_SYNC_PULSE)? 1:0;  
assign visible= (pixel_counter>H_FRONT_PORCH+H_SYNC_PULSE+H_BACK_PORCH-1 && line_counter>V_FRONT_PORCH+V_SYNC_PULSE+V_BACK_PORCH-1)? 1:0;
assign display_area=(pixel_counter>=left && pixel_counter<= right && line_counter>=top && line_counter<=down)? 1:0;
assign line[3:0]=(line_counter>=top ) ? (line_counter - top):0; 
endmodule
</file>
<file path="./run.sh">
#!/bin/bash
# OpenROAD 26Q1-2900-gdf79404cd8, Yosys 0.63+post, stock flow scripts
make -C /OpenROAD-flow-scripts/flow DESIGN_CONFIG=/design/flow/config.mk WORK_HOME=/design/flow/orfs finish
</file>
<file path="./config.mk">
export PLATFORM = sky130hd
export DESIGN_NAME = top
export DESIGN_NICKNAME = top
export VERILOG_FILES = /design/flow/design.v
export SDC_FILE = /design/flow/constraint.sdc
export NUM_CORES = 4
export LEC_CHECK = 1
export CORE_UTILIZATION = 30
</file>
<file path="./constraint.sdc">
current_design top

set clk_period 6.3
set clk_io_pct 0.2

create_clock -name clk0 -period $clk_period [get_ports {clk}]

set non_clock_inputs [all_inputs -no_clocks]
set_input_delay [expr $clk_period * $clk_io_pct] -clock clk0 $non_clock_inputs
set_output_delay [expr $clk_period * $clk_io_pct] -clock clk0 [all_outputs]
</file>
==> out/metrics.csv <==
metric,value,unit
"Max FO, Critical Path",79,
status,completed,
worst min path class,reg2reg,
DIE HEIGHT,173,um
DR vias/cell,4.83,
synthesized netlist cell count,900,
Final WS setup,3.62,ns
main flop type,dfrtp_1,
cell area after layout,9570,um2
number of nets with antenna violations after routing,0,
CP Data Arrival Time,3.04,ns
Post-DP Area,9430,um2
Die ar.,30100,um2
total negative slack,0,ns
Hold Slack,0.444,ns
Total GRT Usage,0.116,
leakage,4.18,nW
Critical Path RT,6.66,ns
Core Region,28800,um2
total number of vias,6249,
DR WL/cell,12.8,um
Setup CP Type,in2async,
Worst-Skew Late Latency,0.29,ns
register area share after synthesis,0.405,
pre-CTS setup slack,3.18,ns
placer congestion estimate,0.857,
"CTS clk-pin slew, worst paths",0.07,ns
period utilization,0.426,
OpenROAD warning count,36,
pwr/cell area,55.7,nW/um2
"EDFF count, synth",2,
Placed Cells,1285,
Initial DRT Pass Iterations,5,
ys cells,900,
CTS H-Tree Depth,2,
Ports,15,
min cycle time layout,2.68,ns
"FF+latch count, synth",143,
max-cap viol count,0,
async set or reset register ratio after synthesis,0.923,
Diodes inserted,0,
Final Hold Vio Count,0,
synth warn,8,
clock root buffer,clkbuf_16,
Area contributors post-synth,"dfrtp_1 30%, ha_1 13%, dfstp_2 7.4%",
drc violations,0,
Clock Power Share,0.482,
fp util,0.306,
vias in the first global route,5902,
share of cells above drive strength 1,0.0902,
"area share, top type",0.304,
NetSw,128,uW
unrepaired setup endpoints after global routing,no,
WL final,16.5,mm
fin cells,1293,
first-pass GRT wire length,29.0,mm
endpoint type of the worst setup path,async pin,
endpoints left unconstrained,116,
Post-CTS Setup Bufs,0,
Final HPWL DP,12.0,mm
CTS Hold Buffers Added,0,
final setup skew,0.00759,ns
combinational power share,0.035,
antenna violations before repair,0,
Peak Freq,373,MHz
drt initial violations,358,
Yosys cell types,69,
Die X-Extent,173,um
crit start category,input port,
Post-CTS Resized,0,
GRT overflow,0,
Mapped Area,8820,um2
Worst slew margin,0.432,
Final Max Tran Viols,0,
Worst-Margin Slew,0.845,ns
Internal Power,406,uW
total design power,533,uW
# setup viols final,0,
IO buf count,14,
Sw Share,0.240,
Reg power frac,0.482,
final core utilization,0.333,
VDD IR max,0.0000946,V
CTS Buf Count,5,
largest area contributor in the netlist,dfrtp_1,
register pins left without a clock,103,
syn_area_per_cell,9.80,um2
YS chip area,8820,um2
Layout area overhead,8.50,%
TritonCTS clock tree,built,
row cnt,62,
largest net degree at the start of global routing,80,
CTS Buffer Depth,2,
==> metal layers <==
metal,up-vias,GRT usage,wire [um]
li1,3209,-,-
met4,0,0.0155,250
met5,-,0,0
met2,111,0.172,6970
met1,2912,0.193,8740
met3,17,0.0103,560
==> final cells by class <==
class                   instances  area [um2]
fillers                      2868       19200
well taps                     384         480
repair buffers                 23         208
multi-input cells             667        4900
clock inverters                 3        18.8
inverters                      68         260
clock buffers                   5         125
flip-flops and latches        143        3570
==> placed cells by master, fill, tap and decap left out, types with 7 or more instances in the layout <==
master,instances
dfstp_2,25
nor2_1,53
nor4_1,7
a21o_1,13
mux2i_1,9
clkdlybuf4s50_1,14
ha_1,91
a21oi_1,47
inv_1,67
nor2b_1,24
o21ai_0,47
nor3b_1,15
nand2_1,77
o21bai_1,11
nand2b_1,8
a211oi_1,7
buf_4,9
mux2_2,24
nor3_1,24
dfrtp_1,107
a31oi_1,9
xnor2_1,38
nand4_1,12
xor2_1,28
dfxtp_1,9
and3_1,16
nand3_1,14
==> power by group through the flow <==
stage	logic (mW)	clock network [mW]	registers (mW)
final	0.0189	0.257	0.257
after global routing	0.0232	0.278	0.257
after CTS	0.0206	0.268	0.257
==> registers in the layout, summed over array words and instances, names as in the netlist, 4 cells and up <==
signal / count
kbdp.shift: 10
syn.left: 10
syn.pixel_counter: 10
syn.right: 10
syn.down: 9
syn.line_counter: 9
syn.top: 9
bns.samples: 8
kbdp.ps2clksamples: 8
kbdp.scancode: 8
bns.counterv: 7
kbdd.up: 4
kbdp.cnt: 4
==> Yosys cell counts (5+ instances only) <==
| library cell | n |
|---|---|
| a211oi_1 | 7 |
| a21o_1 | 13 |
| a21oi_1 | 47 |
| a221oi_1 | 5 |
| a31oi_1 | 9 |
| and3_1 | 16 |
| clkbuf_1 | 15 |
| dfrtp_1 | 107 |
| dfstp_2 | 25 |
| dfxtp_1 | 9 |
| fa_1 | 5 |
| ha_1 | 92 |
| inv_1 | 68 |
| mux2_2 | 24 |
| mux2i_1 | 9 |
| nand2_1 | 77 |
| nand2b_1 | 8 |
| nand3_1 | 14 |
| nand4_1 | 12 |
| nor2_1 | 55 |
| nor2b_1 | 24 |
| nor3_1 | 24 |
| nor3b_1 | 15 |
| nor4_1 | 8 |
| o21a_1 | 5 |
| o21ai_0 | 47 |
| o21bai_1 | 11 |
| o31ai_1 | 6 |
| o41ai_1 | 6 |
| or3_1 | 6 |
| xnor2_1 | 38 |
| xor2_1 | 28 |
==> cells by family after synthesis <==
group,after synthesis,share of synthesized area
flip-flops,143,0.405
AND/OR/NAND/NOR,282,0.165
adder cells (fa/ha/maj),97,0.142
AND-OR/OR-AND,189,0.141
XOR/XNOR,66,0.0655
multiplexers,33,0.0409
buffers and inverters,90,0.0404
==> critical path, cell delays in order <==
cell	delay (ns)
clkdlybuf4s50_1	0.51
inv_6	0.55
buf_4	0.67
==> worst paths after layout <==
check | startpoint | end | slack (ns) | depth (start not counted)
min reg2reg | pix.counter[0] | pix.counter[0] | 0.44 | 1
min | pix.counter[0] | pix.counter[0] | 0.44 | 1
max in group clk0 | syn.right[1] | syn.right[9] | 3.95 | 8
min in group asynchronous | reset | syn.left[2] | 1.56 | 2
max reg2reg | syn.right[1] | syn.right[9] | 3.95 | 8
max | reset | syn.right[0] | 3.62 | 3
No activity file was given, so power comes from the tool's default toggle rates.
